File: /design/flow/config.mk
export PLATFORM = sky130hd
export DESIGN_NAME = first_counter
export DESIGN_NICKNAME = first_counter
export VERILOG_FILES = /design/flow/design.v
export SDC_FILE = /design/flow/constraint.sdc
export NUM_CORES = 4
export LEC_CHECK = 1
export CORE_AREA = 10 10 70 70
export DIE_AREA = 0 0 80 80
File: /design/flow/design.v
module first_counter (
clock ,              
reset ,              
enable ,             
counter_out          
);                   
input clock ;
input reset ;
input enable ;
output [3:0] counter_out ;
wire clock ;
wire reset ;
wire enable ;
reg [3:0] counter_out ;
always @ (posedge clock)
begin : COUNTER                   
  if (reset == 1'b1) begin
    counter_out <= #1 4'b0000;
  end
  else if (enable == 1'b1) begin
    counter_out <= #1 counter_out + 1;
  end
end                               
endmodule                         
File: /design/flow/constraint.sdc
current_design first_counter

set clk_period 1.7
set clk_io_pct 0.2

create_clock -name clk0 -period $clk_period [get_ports {clock}]

set non_clock_inputs [all_inputs -no_clocks]
set_input_delay [expr $clk_period * $clk_io_pct] -clock clk0 $non_clock_inputs
set_output_delay [expr $clk_period * $clk_io_pct] -clock clk0 [all_outputs]
File: /design/flow/run.sh
#!/bin/bash
# OpenROAD 26Q1-2900-gdf79404cd8, Yosys 0.63+post, stock flow scripts
make -C /OpenROAD-flow-scripts/flow DESIGN_CONFIG=/design/flow/config.mk WORK_HOME=/design/flow/orfs finish
==> run_results.csv <==
group,metric,value,unit
status,outcome,"finished, final reports clean",
setup_path,end_kind,"primary output",
detailed_routing,drt_wl_total,470,µm
final_layout,reg_top3,"counter_out x4",
floorplanning,chip_area,6400,µm²
global_route,grt_usage,0.01759,
global_route,grt_pass1_vias,161,
placed_design,place_congestion,0.6468,
final_layout,lay_top_cells,"6 x clkdlybuf4s50_1, 4 x dfxtp_1, 3 x nor2_1, 3 x clkbuf_4",
power_and_ir_drop,switchingPower,0.05162,mW
logic_synthesis,yosys_area,178.9,µm²
logic_synthesis,avgSynthCellArea,11.18,µm²
run,maxCapViolations,0,
floorplanning,die.size.x,80,µm
final_layout,lay_top_count,"clkdlybuf4s50_1",
clock_tree,cts_buffer_depth,2,
power_and_ir_drop,intPower,0.1976,mW
detailed_routing,antenna_cells,0,
min_path,min-delay-start,"counter_out[3]$_SDFFE_PP0P_",
timing,rsz0062_at_grt,"false",
floorplanning,io_pins,7,
clock_tree,h-tree-depth,1,
floorplanning,core-area,3416,µm²
timing,period_used_share,0.8633,
setup_path,cp-start-kind,"flip-flop",
timing,fin_worst_skew,0.003313,ns
logic_synthesis,yosysWarnings,1,
placed_design,io_buffer_count,6,
logic_synthesis,ys_types,11,
global_route,grt_pass1_wl,834,µm
timing,period_minus_slack,1.468,ns
detailed_routing,drtAntennaViolNets,0,
clock_tree,clock-root-buffer,"clkbuf_4",
setup_path,cp.arrival,1.13,ns
timing,finalMaxSlewViolations,0,
global_route,top_usage_layer,"met1",
floorplanning,dieHeight,80,µm
clock_tree,cts.sinks,4,
timing,setup_violations,0,
setup_path,critPathRequiredTime,1.36,ns
global_route,use_met2,0.01846,
power_and_ir_drop,p_per_area,781.1,nW/µm²
final_layout,drive_gt1_frac,0.2400,
final_layout,final_core_util,0.09341,
logic_synthesis,postSynthCellCount,16,
detailed_routing,wl_per_cell,6.620,µm
timing,whs,0.5724,ns
clock_tree,tritoncts,"built",
setup_path,critPathTopFamily,"buffers and inverters",
clock_tree,holdBufCountCts,0,
run,tool_warnings,25,
power_and_ir_drop,power_frac_seq,0.426,
power_and_ir_drop,power_frac_comb,0.118,
floorplanning,rows,21,
detailed_routing,dr.pass1.iters,2,
timing,max_freq,0.6814,GHz
power_and_ir_drop,p_sw_frac,0.2071,
setup_path,path_cells,"clkdlybuf4s50_1",
global_route,gr-total-overflow,0,
setup_path,reg2reg_depth,3,
setup_path,path_buffers,1,
global_route,grt_max_degree,6,
min_path,hold_depth,2,
logic_synthesis,yosys_cells,16,
power_and_ir_drop,leakagePower,0.1203,nW
clock_tree,clkSlewWorstSetupHoldPaths,0.04,ns
floorplanning,initCoreUtil,0.05238,
logic_synthesis,ys_seq_share,0.4476,
timing,setup_tns,0,ns
detailed_routing,vias,139,
clock_tree,numCtsBuffers,3,
power_and_ir_drop,power_frac_clock,0.456,
final_layout,area_growth,78.32,%
setup_path,crit_path_top_delay_cell,"clkdlybuf4s50_1",
final_layout,largest_register_ffs,4,
min_path,holdPathEnd,"counter_out[3]$_SDFFE_PP0P_",
setup_path,r2r-start,"counter_out[0]$_SDFFE_PP0P_",
timing,maxSlewHeadroom,0.8323,
detailed_routing,drt-initial-drc-count,12,
logic_synthesis,synth_area,178.9,µm²
clock_tree,clock_latency,0.23,ns
clock_tree,cts_resized,0,
setup_path,crit_type,"flip-flop to primary output",
setup_path,r2r-end,"counter_out[1]$_SDFFE_PP0P_",
timing,tightest_slew,0.2508,ns
min_path,hold_path.class,"flip-flop to flip-flop",
detailed_routing,route.detailed.drc,0,
setup_path,critPathMaxStageDelay,0.50,ns
power_and_ir_drop,irDropWorstVdd,0.2126,mV
clock_tree,post_cts_buffers,0,
timing,finalHoldViolCount,0,
logic_synthesis,ys.flops,4,
global_route,grt_use_met1,0.02191,
power_and_ir_drop,power,0.2492,mW
final_layout,fillerInstances,401,
setup_path,crit_fanout,4,
global_route,met3_usage,0.02159,
setup_path,r2r_setup_slack,0.74,ns
final_layout,top_register,"counter_out",
detailed_routing,vias_per_cell,1.958,
global_route,antenna_found_initial,0,
[cells in the mapped netlist]
master | n | area share
dfxtp_1 | 4 | 0.45
nor2_1 | 3 | 0.063
a21bo_2 | 1 | 0.056
a21oi_1 | 1 | 0.028
ha_1 | 1 | 0.070
mux2_4 | 1 | 0.084
mux2i_1 | 1 | 0.056
nand3b_1 | 1 | 0.042
nand4_2 | 1 | 0.070
nor2b_1 | 1 | 0.035
xnor2_1 | 1 | 0.049
[kinds of logic after synthesis]
family	Yosys count	share of synthesized area
AND-OR/OR-AND	2	0.08389
XOR/XNOR	1	0.04896
adder cells (fa/ha/maj)	1	0.06992
flip-flops	4	0.4476
multiplexers	2	0.1398
AND/OR/NAND/NOR	6	0.2098
[per-stage QoR]
step | instance area, µm² | setup WS (ns) | std cells
detailed placement | 296.5 | 0.1947 | 68
global route | 319.1 | 0.1435 | 71
floorplan | 178.9 | 0.8126 | 16
global placement | 296.5 | 0.1879 | 68
CTS | 319.1 | 0.2103 | 71
finish | 319.1 | 0.2324 | 71
[power by group through the flow]
stage | logic [mW] | registers [mW] | clock network (mW)
final | 0.0294 | 0.106 | 0.114
after CTS | 0.0298 | 0.106 | 0.120
after global routing | 0.0337 | 0.108 | 0.129
[worst max path at each step]
stage / from / endpoint / slack [ns] / cells past startpoint
4_1_cts: counter_out[0]$_SDFFE_PP0P_ / counter_out[0] / 0.21 / 1
5_1_grt: counter_out[0]$_SDFFE_PP0P_ / counter_out[0] / 0.14 / 1
6_report: counter_out[0]$_SDFFE_PP0P_ / counter_out[0] / 0.23 / 1
[area by class of cell]
class,instances,area [µm²],share of cell area
clock buffer,3,22.52,0.07059
sequential,4,80.08,0.2510
tap,46,57.56,0.1804
multi-input combinational,12,98.84,0.3098
timing repair buffer,6,60.06,0.1882
[routing by layer]
layer  routed length, µm  share of wire
met1                 224           0.48
met2                 146           0.31
met3                 100           0.21
met4                   0              0
met5                   0              0
Power is estimated from default activity; no workload was simulated.
